File: flow/design.v
`timescale  1ns/1ns
module Controller(input clk, rst,output reg done, sel, mem_read,ld, second,
	output reg[2:0] counter_8,output reg [1:0] win,output reg [3:0]ld_hlo, output  [9:0] counter1,output reg[1:0] counter_4);
    parameter[3:0] calc0 = 4'b0000, calc8 = 4'b0001, calc16 = 4'b0010, calc24 = 4'b0011 ,calc_out0 = 4'b0100,
	 calc_out8 = 4'b0101, counter_s = 4'b0110, END = 4'b0111, stop = 4'b1000, stop1 = 4'b1010, stop3 = 4'b1011;
    reg [3:0] ps, ns;
    reg count_up, cout, count_up8, count_up4, ldz, cout1, cout2, cout4;
    reg[9:0] counter;
    assign counter1 = counter;
    initial begin
        counter <= 10'b0;
	counter_8 <= 3'b0;
	counter_4 <= 2'b0;
    end
    always@(posedge clk)begin
	if(count_up4)
	    counter_4 <= counter_4 + 1;
        if(count_up)
            counter <= counter + 1;
	if(count_up8)
	    counter_8 <= counter_8 + cout4;
	else if(ldz)
	    counter_8 <= 3'b0;
    end
    assign cout = (counter >= 10'd750) ? 1'b1 : 1'b0;
    assign cout1 = (counter_8 == 3'b111) ? 1'b1 : 1'b0;
    assign cout2 = (counter_8 >= 3'd3) ? 1 : 0;
    assign cout4 = (counter_4 >= 2'b11) ? 1 : 0;
    always @(ps, cout, cout1, cout2, cout4)
    begin
        case(ps)
            calc0: ns = (cout1 && cout4) ? calc8 : calc0;
            calc8: ns = (cout1 && cout4) ? calc16 : calc8;
            calc16: ns = (cout1 && cout4) ? calc24 : calc16;
            calc24: ns = (cout1 && cout4) ? stop : calc24;
	    stop: ns = calc_out0;
            calc_out0: ns = (cout2&& cout4) ? stop3 : calc_out0;
	    stop3: ns = calc_out8;
            calc_out8: ns = (cout2&& cout4) ? stop1 : calc_out8;
            counter_s: ns = cout ? END : calc0;
	    stop1: ns = counter_s;
	    END: ns = END;
	    default: ns = calc0;
        endcase
    end
    always @(ps)  begin  
	{sel, win, ld_hlo, ld, ldz, mem_read, done, count_up, count_up8, count_up4} = 0;
	case(ps) 
	calc0: begin
            mem_read = 1'b1;
	    sel = 1'b0;
            win = 2'b00; 
	    count_up8 = 1'b1;
	    ld_hlo[0] = 1'b1;
	    count_up4 = 1'b1;
	end
	calc8:begin
	    mem_read = 1'b1;
	    sel = 1'b0;
            win = 2'b01;
	    count_up4 = 1'b1;
	    ld_hlo[1] = 1'b1;
	    count_up8 = 1'b1;
	end
	calc16:begin
	    mem_read = 1'b1;
	    sel = 1'b0;
            win = 2'b10;
	    ld_hlo[2] = 1'b1;
	    count_up8 = 1'b1;
	    count_up4 = 1'b1;
        end
	calc24: begin
	    mem_read = 1'b1;
	    sel = 1'b0;
            win = 2'b11;
            ld_hlo[3] = 1'b1;
	    count_up8 = 1'b1;
	    count_up4 = 1'b1;
	end
	stop: begin
	    ld = 1'b1;
	    ldz = 1'b1;
	end
	calc_out0: begin
	    sel = 1'b1;
            win = 2'b00;
	    count_up4 = 1'b1;
	    count_up8 = 1'b1;
	    ld_hlo[0] = 1'b1;
	end
	stop3:
	    ldz = 1'b1;
	calc_out8: begin
	    second = 1'b1;
	    sel = 1'b1;
            win = 2'b01;
            ld_hlo[1] = 1'b1;
	    count_up8 = 1'b1;
	    count_up4 = 1'b1;
	end
	END: begin
	    done = 1'b1;
	end	
	counter_s: begin
	    ldz = 1'b1; 
	end
	stop1: begin
	    count_up = 1'b1;
	end 
	endcase
    end
    always @(posedge clk, posedge rst)
    begin
        if (rst)
            ps <= 3'd0;
        else
            ps <= ns;
    end 
endmodule
File: flow/constraint.sdc
current_design Controller

set clk_period 2.1
set clk_io_pct 0.2

create_clock -name clk0 -period $clk_period [get_ports {clk}]

set non_clock_inputs [all_inputs -no_clocks]
set_input_delay [expr $clk_period * $clk_io_pct] -clock clk0 $non_clock_inputs
set_output_delay [expr $clk_period * $clk_io_pct] -clock clk0 [all_outputs]
File: flow/config.mk
export PLATFORM = sky130hd
export DESIGN_NAME = Controller
export DESIGN_NICKNAME = Controller
export VERILOG_FILES = /design/flow/design.v
export SDC_FILE = /design/flow/constraint.sdc
export NUM_CORES = 4
export LEC_CHECK = 1
export CORE_UTILIZATION = 30
File: flow/run.sh
#!/bin/bash
# OpenROAD 26Q1-2900-gdf79404cd8, Yosys 0.63+post, stock flow scripts
make -C /OpenROAD-flow-scripts/flow DESIGN_CONFIG=/design/flow/config.mk WORK_HOME=/design/flow/orfs finish
==> flow_summary.ini <==
; yosys + openroad results
[routing]
routed_wl_um = 1970
wl_per_cell_um = 11.2
drt_iter0_drc = 21
vias = 791
antenna_left = 0
via_per_inst = 4.52
insertedDiodeCount = 0
drc_errors = 0
drt_pass1_iterations = 2

[synth]
numSynthFlops = 26
ys_seq_share_pct = 60.9
syn_area_per_cell_um2 = 12.2
syn_inst = 98
async_reset_ff_share_pct = 42.3
edf_count = 15
synth_cell_types = 28
ys_chip_area_um2 = 1190
yosys_warnings = 5
synth-main-ff-cell = edfxtp_1
synth_area_um2 = 1190
ys_cells = 98

[global_routing]
grt_pass1_vias = 769
grt_usage_pct = 10.7
grt-ovfl-total = 0
antenna_found_initial = 0
grt_pass1_wl_um = 3410
grt_start_max_net_pins = 16

[run]
drv_cap = 0
tool_warnings = 26

[placed_design]
dp.cells = 170
io_buffers = 26
hpwl_um = 1410
placed_cell_area_um2 = 1500
place.gp.congestion = 0.781

[worst_setup_path]
cp-start-kind = register
critPathMaxFanout = 2
cp.arrival_ns = 1.55
slowest_delay_ns = 0.40
critical_path_required_ns = 1.68
worst-setup-path-type = register to output port
path_cells = or2_4 -> or3_2 -> dlygate4sd2_1
path_buffers = 1
cpMaxStageDelayCell = or3_2
crit_family = simple AND/OR/NAND/NOR gates
rrSetupSlack_ns = 0.35
crit_path_end_kind = output port

[sta]
finalSetupTns_ns = 0
finalSetupViolCount = 0
fin_crit_sh_pct = 93.8
maxSlewViolCount = 0
max_freq_mhz = 508
worst_clock_skew_ns = 0.00169
period_needed_ns = 1.97
rsz0062_at_grt = false
hold_viol = 0

[die]
fp_util_pct = 31.9
io_pins = 28
placementRows = 22
die_h_um = 65.1
die-area_um2 = 4230
core_region_area_um2 = 3740
die_x_um = 65.1

[clocking]
path_clk_slew_ns = 0.09
clk_latency_ns = 0.27
htreeDepth = 1
clock_sinks = 26
cts_buffers = 3
cts_tree = yes
clockBufferDepth = 2
root_buffer = clkbuf_8
ctsHoldBuffers = 0

[finish]
area_delta_synth_final_pct = 31.9
design_area_um2 = 1570
fin_cells = 175
drive_gt1_share_pct = 12.6
nFillCells = 343

[power_and_ir_drop]
p_total_w = 0.000902
power.leakage_nw = 0.700
ir_drop_v = 0.000337
powerDensity_nw_per_um2 = 573

[outcome]
status = completed

[min_path]
hold_path_class = input pin to async pin
==> synthesized netlist by cell type, drive strengths merged (2+ instances only) <==
library cell	instances	share of area [%]
edfxtp	15	38
inv	11	3.5
dfrtp	10	21
nand2	7	2.2
nor2	7	2.2
ha	5	5.2
xnor2	5	3.7
nand3	4	1.7
xor2	4	2.9
a21o	3	1.9
a21oi	3	1.3
buf	3	1.9
mux2	3	2.8
and2	2	1.3
nand4	2	1.0
nor4	2	1.6
or2	2	1.0
==> path summary, 6_finish.rpt <==
kind | depth (start not counted) | end | from
hold / removal | 2 | ps[4]$_DFF_PP0_ | rst
setup / recovery | 3 | mem_read | register
max in group asynchronous | 2 | ps[0]$_DFF_PP1_ | rst
setup reg to reg | 4 | counter_8[2]$_SDFFCE_PN0P_ | register
hold reg to reg | 1 | ps[7]$_DFF_PP0_ | ps[9]$_DFF_PP0_
min in group clk0 | 1 | ps[7]$_DFF_PP0_ | ps[9]$_DFF_PP0_
==> layout by cell type, fill, tap and decap left out <==
cell,n
a21o_1,3
a21oi_1,3
a311o_1,1
and2_2,2
and3_1,1
buf_4,2
clkbuf_16,1
clkbuf_8,3
clkdlybuf4s50_1,25
conb_1,1
dfrtp_1,10
dfstp_2,1
dlygate4sd2_1,1
edfxtp_1,15
ha_1,5
inv_1,11
mux2_2,3
nand2_1,7
nand3_1,4
nand4_1,2
nor2_1,7
nor2b_1,1
nor3_1,1
nor4_1,1
nor4_2,1
o211ai_1,1
o21ai_0,1
or2_2,1
or2_4,1
or3_2,1
or4_1,1
xnor2_1,5
xor2_1,4
==> final cells by class <==
| cell class | instances | area, µm² | area share, % |
|---|---|---|---|
| flip-flops and latches | 26 | 727 | 46.2 |
| clock buffers | 4 | 66.3 | 4.21 |
| repair buffers | 28 | 274 | 17.4 |
| inverters | 11 | 41.3 | 2.62 |
| well taps | 48 | 60.1 | 3.82 |
| multi-input cells | 58 | 405 | 25.8 |
==> worst reg2reg max path: cells and delay by family, from the launching register on <==
kind	cells	cell delay (ns)
buffers and inverters	1	0.15
and+or+nand+nor	3	0.95
DFF	1	0.39
==> through the flow <==
step | hold WS, ns | worst slack (ns) | util (%)
after floorplan | 0.272 | 0.558 | -
after global placement | 0.441 | 0.199 | 40.0
after detailed placement | 0.442 | 0.171 | 40.0
after CTS | 0.445 | 0.119 | 42.0
after global routing | 0.471 | 0.0743 | 42.0
final | 0.432 | 0.130 | 42.0
==> layer usage <==
| layer | GRT usage, % | wire, µm |
|---|---|---|
| met5 | 0 | 0 |
| met4 | 0.815 | 0 |
| met3 | 3.21 | 109 |
| met1 | 17.6 | 981 |
| met2 | 15.2 | 877 |
==> kinds of logic (layout without fill, tap and decap cells) <==
family,after synthesis,in the layout,share of synthesized area [%]
AND/OR/NAND/NOR,31,31,13.7
flip-flops,26,26,60.9
buffers and inverters,14,43,5.35
AND-OR/OR-AND,9,9,5.03
XOR/XNOR,9,9,6.60
adder cells (fa/ha/maj),5,5,5.24
multiplexers,3,3,2.83
other,1,1,0.314
==> where the power goes <==
| part | internal, W | switching, W | leakage [nW] |
|---|---|---|---|
| Combinational | 0.00000173 | 0.00000404 | 0.355 |
| Clock | 0.000207 | 0.000153 | 0.0339 |
| Sequential | 0.000535 | 0 | 0.311 |
==> timing repair <==
item	in CTS	in global routing
buffers inserted	1	0
endpoints found under the setup margin	1	0
resized	2	0
Power figures rest on the tool's default switching activity, not on a simulated workload.
