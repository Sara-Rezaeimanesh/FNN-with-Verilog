### flow/config.mk
export PLATFORM = sky130hd
export DESIGN_NAME = find_max
export DESIGN_NICKNAME = find_max
export VERILOG_FILES = /design/flow/design.v
export SDC_FILE = /design/flow/constraint.sdc
export NUM_CORES = 4
export LEC_CHECK = 1
export CORE_UTILIZATION = 30
### flow/constraint.sdc
current_design find_max

set clk_period 5.8
set clk_io_pct 0.2

create_clock -name clk0 -period $clk_period

set non_clock_inputs [all_inputs -no_clocks]
set_input_delay [expr $clk_period * $clk_io_pct] -clock clk0 $non_clock_inputs
set_output_delay [expr $clk_period * $clk_io_pct] -clock clk0 [all_outputs]
### flow/design.v
`timescale 1ns/1ns
module find_max(input[79:0] arr, output reg[3:0] max_value);
    wire[7:0] in[0:9];
    assign in[0] = arr[7:0];
    assign in[1] = arr[15:8];
    assign in[2] = arr[23:16];
    assign in[3] = arr[31:24];
    assign in[4] = arr[39:32];
    assign in[5] = arr[47:40];
    assign in[6] = arr[55:48];
    assign in[7] = arr[63:56];
    assign in[8] = arr[71:64];
    assign in[9] = arr[79:72];
    always @(*)
    begin
        if (in[0] >= in[1] && in[0] >= in[2] && in[0] >= in[3] && in[0] >= in[4] &&
  		 in[0] >= in[5] && in[0] >= in[6] && in[0] >= in[7] && in[0] >= in[8] && in[0] >= in[9])
            max_value = 4'b0000;
        else
        if (in[1] >= in[0] && in[1] >= in[2] && in[1] >= in[3] && in[1] >= in[4] &&
  		 in[1] >= in[5] && in[1] >= in[6] && in[1] >= in[7] && in[1] >= in[8] && in[1] >= in[9])
            max_value = 4'b0001;
        else
        if (in[2] >= in[0] && in[2] >= in[1] && in[2] >= in[3] && in[2] >= in[4] &&
  		 in[2] >= in[5] && in[2] >= in[6] && in[2] >= in[7] && in[2] >= in[8] && in[2] >= in[9])
            max_value = 4'b0010;
        else
        if (in[3] >= in[0] && in[3] >= in[1] && in[3] >= in[2] && in[3] >= in[4] &&
  		 in[3] >= in[5] && in[3] >= in[6] && in[3] >= in[7] && in[3] >= in[8] && in[3] >= in[9])
            max_value = 4'b0011;
        else
        if (in[4] >= in[0] && in[4] >= in[1] && in[4] >= in[2] && in[4] >= in[3] &&
  		 in[4] >= in[5] && in[4] >= in[6] && in[4] >= in[7] && in[4] >= in[8] && in[4] >= in[9])
            max_value = 4'b0100;
        else
        if (in[5] >= in[0] && in[5] >= in[1] && in[5] >= in[2] && in[5] >= in[3] &&
  		 in[5] >= in[4] && in[5] >= in[6] && in[5] >= in[7] && in[5] >= in[8] && in[5] >= in[9])
            max_value = 4'b0101;
        else
        if (in[6] >= in[0] && in[6] >= in[1] && in[6] >= in[2] && in[6] >= in[3] &&
  		 in[6] >= in[4] && in[6] >= in[5] && in[6] >= in[7] && in[6] >= in[8] && in[6] >= in[9])
            max_value = 4'b0110;
        else
        if (in[7] >= in[0] && in[7] >= in[1] && in[7] >= in[2] && in[7] >= in[3] &&
  		 in[7] >= in[4] && in[7] >= in[5] && in[7] >= in[6] && in[7] >= in[8] && in[7] >= in[9])
            max_value = 4'b0111;
        else
        if (in[8] >= in[0] && in[8] >= in[1] && in[8] >= in[2] && in[8] >= in[3] &&
  		 in[8] >= in[4] && in[8] >= in[5] && in[8] >= in[6] && in[8] >= in[7] && in[8] >= in[9])
            max_value = 4'b1000;
        else
        if (in[9] >= in[0] && in[9] >= in[1] && in[9] >= in[2] && in[9] >= in[3] &&
  		 in[9] >= in[4] && in[9] >= in[5] && in[9] >= in[6] && in[9] >= in[7] && in[9] >= in[8])
            max_value = 4'b1001;
    end
endmodule
### flow/run.sh
#!/bin/bash
# OpenROAD 26Q1-2900-gdf79404cd8, Yosys 0.63+post, stock flow scripts
make -C /OpenROAD-flow-scripts/flow DESIGN_CONFIG=/design/flow/config.mk WORK_HOME=/design/flow/orfs finish
==> results_slide.txt <==
Physical Implementation Snapshot

Logic synthesis
  – Synth Flop Type: dlxtn_1
  – Flops out of synthesis: 4
  – Number of enable flip-flop cells: 0
  – Area share of the largest cell type after synthesis: a little over half
  – Post-synth top cells: ha_1 (360), a21oi_1 (141), nand4_1 (90)
  – YS warnings: 1
  – Top area cell types: ha_1 (53%), a21oi_1 (8.2%), nand4_1 (6.6%), a21o_1 (4.1%), inv_1 (3.5%)
  – Asr flop ratio synth: 0%
  – Yosys stat area: approximately 8600 µm²
  – Yosys stat cell total: about 1,100
  – Post-Syn Area: 8558 µm²
  – Synth Area per Inst: between 8 and 9 µm²
  – Largest area contributor in the netlist: ha_1
  – Syn Inst Count: 1,058
  – Top cell type by instance count after synthesis: ha_1
  – Synth cell types: 48

Place
  – Port bufs: between 80 and 90
  – Routability cong.: between 0.9 and 1
  – Detailed Place HPWL: roughly 26 mm
  – Cell Area, Placed: approximately 9900 µm²

Floorplan
  – I/O pin count: around 84
  – Core area: approximately 28,000 µm²
  – Fp_density: between 30% and 40%
  – Die span in y: roughly 170 µm
  – Die W: roughly 170 µm
  – Row cnt: approximately 60
  – Die area: around 29,000 µm²

STA
  – Worst-Margin Slew: just under 0.7 ns
  – Max Slew Vio Count: 0
  – FMAX: 0.2313 GHz
  – Slew headroom: 54.27%
  – TNS Setup: 0 ns
  – Count of unclocked register or latch pins: 4
  – Endpoints failing setup: 0
  – Fin. Hold Viols: 0
  – Endpoints left unconstrained: 8
  – RSZ-0062 raised after global routing: false

Flow run
  – Total of max-cap violations: 0
  – OpenROAD warnings: 33

Layout
  – Layout area overhead: 15.35%
  – Finished Cell Area: about 9900 µm²
  – Layout cells sized above 1: 1.401%
  – Final design utilization: a little over a third
  – Max FFs per register: 4

Detailed routing
  – Via count: about 8,700
  – Antenna Nets Post-Route: 0
  – DRT Pass-1 Iters: 5
  – DRC errors left: 0
  – Post-DR wirelength/cell: ~21 µm
  – Post-Route WL: around 31 mm
  – ANT cells: 0
  – Vias/cell: ~5.7
  – DR iter-0 viols: about 560

Global routing
  – First-pass GRT wire length: 47.99 mm
  – GRT Total Usage: ~22%
  – Grt ovf: 0
  – Vias in the first global route: ~8,200
  – Largest net degree at the start of global routing: 10
  – Initial antenna violation count: 0

Pwr
  – Peak supply drop: about 0.025 mV
  – Power Dens Cells: 79.73 nW/µm²
  – Leakage: between 4 and 5 nW

Run status
  – Run status: completed

Clock network
  – Post-CTS setup buffers: 0
  – Post-cts sizing count: 0
  – # hold bufs at CTS: 0
-- per-layer routing --
metal	vias to the layer above	wire, µm	GRT usage [%]
met3	39	1832	2.002
met5	-	0	0
li1	4418	-	-
met2	260	13620	35.76
met1	3995	15170	32.25
met4	0	782	4.736
-- cell usage in the layout, fill, tap and decap left out, drive strengths merged, types with 3 or more instances in the layout --
master | netlist | routed
o211ai | 36 | 36
a31oi | 30 | 30
o22a | 3 | 3
nand2 | 35 | 35
nand4 | 90 | 90
clkdlybuf4s50 | 0 | 84
nand2b | 10 | 10
a21oi | 142 | 142
ha | 360 | 360
nor2b | 45 | 45
o2111ai | 4 | 4
dlxtn | 4 | 4
nand3 | 5 | 5
or2 | 3 | 3
o22ai | 40 | 40
a21o | 48 | 48
nor3 | 3 | 3
nor2 | 24 | 24
and3 | 4 | 4
a211oi | 8 | 8
inv | 80 | 80
o21bai | 4 | 4
o21ai | 46 | 46
o21a | 8 | 8
-- cell families (layout without fill, tap and decap cells) --
logic type / after synthesis / in the layout / synth area share [%]
AND-OR/OR-AND: 382 / 382 / 27.53
adder cells (fa/ha/maj): 360 / 360 / 52.63
latches: 4 / 4 / 0.7018
buffers and inverters: 80 / 164 / 3.509
AND/OR/NAND/NOR: 232 / 232 / 15.63
-- power by group --
part / switching, mW / leakage, nW / internal [mW] / total, mW
clock: 0 / 0 / 0 / 0
sequential: 0.000675 / 0.0320 / 0.00207 / 0.00274
combinational: 0.468 / 4.77 / 0.316 / 0.784
total: 0.469 / 4.80 / 0.318 / 0.787
-- stage by stage --
| stage | instances | power (mW) |
|---|---|---|
| final | 1520 | 0.7871 |
| after global routing | 1520 | 0.8887 |
| after CTS | 1520 | 0.7746 |
| after detailed placement | 1520 | 0.7695 |
| after global placement | 1520 | 0.7480 |
| after floorplan | 1058 | 0.4852 |
-- area by class of cell --
cell class                      instances  area (µm²)
Tap cell                              378       473.0
Fill cell                            2860       18060
Sequential cell                         4       60.06
Inverter                               80       300.3
Multi-Input combinational cell        974        8198
Timing Repair Buffer                   84       840.8
Power and IR drop assume default switching activity.
